`flow/run.sh`:
```
#!/bin/bash
# OpenROAD 26Q1-2900-gdf79404cd8, Yosys 0.63+post, stock flow scripts
make -C /OpenROAD-flow-scripts/flow DESIGN_CONFIG=/design/flow/config.mk WORK_HOME=/design/flow/orfs finish
```
`flow/config.mk`:
```
export PLATFORM = sky130hd
export DESIGN_NAME = mealy_1101
export DESIGN_NICKNAME = mealy_1101
export VERILOG_FILES = /design/flow/design.v
export SDC_FILE = /design/flow/constraint.sdc
export NUM_CORES = 4
export LEC_CHECK = 1
export CORE_AREA = 10 10 70 70
export DIE_AREA = 0 0 80 80
```
`flow/constraint.sdc`:
```
current_design mealy_1101

set clk_period 1.1
set clk_io_pct 0.2

create_clock -name clk0 -period $clk_period [get_ports {clk}]

set non_clock_inputs [all_inputs -no_clocks]
set_input_delay [expr $clk_period * $clk_io_pct] -clock clk0 $non_clock_inputs
set_output_delay [expr $clk_period * $clk_io_pct] -clock clk0 [all_outputs]
```
`flow/design.v`:
```
module mealy_1101 ( y, x, clk, reset );
    output y;
    input x;
    input clk;
    input reset;
    reg y;
    parameter
        start = 2'b00,
        id1 = 2'b01,
        id11 = 2'b11,
        id110 = 2'b10;
        reg [1:0] E1;  
        reg [1:0] E2;  
    always @( x or E1 )
     begin
        y = 0;
        case ( E1 )
          start:
            if ( x )
                E2 = id1;
            else
                E2 = start;
          id1:
            if ( x )
                E2 = id11;
            else
                E2 = start;
          id11:
            if ( x )
                E2 = id11;
            else
                E2 = id110;
          id110:
            if ( x )
                begin
                    E2 = id1;
                    y = 1;
                end
                else
                begin
                    E2 = start;
                    y = 0;
                end
          default:  
            E2 = 2'bxx;
         endcase
        end  
    always @( posedge clk or negedge reset )
     begin
        if ( reset )
            E1 = E2;  
        else
            E1 = 0;  
     end  
endmodule  
```
==> flow_metrics.py <==
# Metrics from the implementation run
metrics = {
    "outcome": {
        "outcome": "finished clean",
    },
    "power": {
        "vdd_drop_max_v": 0.0001798,
        "p_per_area_nw_per_um2": 1511,
        "leakagePower_nw": 0.1107,
    },
    "placement": {
        "gp_congestion": 0.7214,
        "numPortBuffers": 3,
        "dpl.cell_count": 61,
    },
    "finish": {
        "largest_reg_flops": 4,
        "final-comb-area_um2": 36.28,
        "seqCellArea_um2": 101.3,
        "final_core_util_pct": 7.839,
        "drive_gt1_share_pct": 40.00,
        "fill_cells": 411,
        "syn2layout_area_growth_pct": 94.55,
        "final_cells": 66,
    },
    "setup_path": {
        "required_ns": 0.88,
        "rrSetupSlack_ns": 0.18,
        "critPathSlowestCell": "dfrtp_1",
        "worstPathArrival_ns": 0.84,
        "cp_cell_sequence": "and2_1, buf_2",
        "crit_fanout": 2,
        "r2r-end": "E1[0]",
        "critPathKind": "flop to output pin",
        "cp-end-kind": "output pin",
        "r2r_start": "E1[1]",
        "cp-start-kind": "flop",
        "slowest_delay_ns": 0.36,
        "worstRegToRegCells": 4,
    },
    "routing": {
        "ant_nets": 0,
        "dr.pass1.iters": 1,
        "wl_um": 360,
        "drc": 0,
        "diodes": 0,
        "vias_per_cell": 1.833,
        "dr.first_iter.drc_count": 0,
        "wire_per_inst_um": 5.455,
        "num_vias": 121,
    },
    "yosys": {
        "edf_count": 0,
        "top_area_cell": "dfrtp_1",
        "ys_seq_share_pct": 73.64,
        "ys_warn_count": 1,
        "avgSynthCellArea_um2": 13.76,
        "ys_cells": 10,
        "top_area_share_pct": 54.55,
        "synthCells": 10,
        "ys_area_um2": 137.6,
        "ys_types": 7,
        "async_reset_ff_share_pct": 100.0,
        "flop_cell": "dfrtp_1",
        "ys_ff": 4,
        "common_cells": "3 x dfrtp_1, 2 x o21a_1",
        "synth_top_cell_by_count": "dfrtp_1",
        "yosys-top-cells-area": "dfrtp_1 55%, dfstp_2 19%, o21a_1 11%",
        "netlist_area_um2": 137.6,
    },
    "grt": {
        "antenna_found_initial": 0,
        "grt_pass1_wl_um": 627,
        "track_usage_pct": 1.369,
        "grt_max_degree": 5,
        "overflow": 0,
        "grt_pass1_vias": 151,
    },
    "floorplanning": {
        "fp-utilization_pct": 4.029,
        "chipArea_um2": 6400,
        "die_w_um": 80,
        "rows": 21,
        "fp.dieH_um": 80,
        "io_pins": 4,
        "coreArea_um2": 3416,
    },
    "clock_tree": {
        "cts.sinks": 4,
        "clockBufferDepth": 2,
        "cts.htree.levels": 1,
        "cts_tree": "done",
        "root_buffer": "clkbuf_4",
        "clock_latency_ns": 0.24,
        "path_clk_slew_ns": 0.04,
        "cts-buffers-inserted": 3,
    },
    "sta": {
        "fin_crit_ns": 1.060,
        "setup_viol": 0,
        "final-hold-violation-count": 0,
        "hold_slack_ns": 0.1767,
        "finClkSkew_ns": 0.01080,
        "clock.fmax_mhz": 943.5,
        "slew_headroom_pct": 87.80,
        "rsz0062_at_grt": "true",
        "worst_pin_slew_ns": 0.1824,
        "finalMaxSlewViolations": 0,
        "finalClockPeriodUsage_pct": 96.36,
    },
    "job": {
        "tool_warnings": 26,
        "drv_cap": 0,
    },
    "hold_path": {
        "hold_path_class": "input pin to asynchronous set/reset pin",
    },
}
[critical path: cells and delay by family (launching register included)]
| family | cells | cell delay (ns) |
|---|---|---|
| buf+inv | 1 | 0.10 |
| flops | 1 | 0.36 |
| simple gates | 1 | 0.13 |
[layout by cell type, fill, tap and decap left out]
cell / n
and2_1: 1
buf_2: 1
buf_4: 3
clkbuf_1: 1
clkbuf_4: 3
clkdlybuf4s50_1: 1
dfrtp_1: 3
dfstp_2: 1
dlygate4sd2_1: 1
nor2_1: 1
nor2b_1: 1
nor3_1: 1
o21a_1: 2
[cell families after synthesis]
kind of cell | share of synthesized area (%)
compound gates | 10.91
simple gates | 15.45
flops | 73.64
[final cells by class]
| class | instances | share of cell area, % |
|---|---|---|
| multi-input cells | 6 | 13.55 |
| well taps | 46 | 21.50 |
| clock buffers | 4 | 9.813 |
| repair buffers | 6 | 17.29 |
| flip-flops and latches | 4 | 37.85 |
[how the worst max path moves through the flow]
stage / cells past startpoint / end / slack (ns) / from
global route: 2 / y / -0.002 / E1[1]
CTS: 2 / y / 0.03 / E1[1]
finish: 2 / y / 0.04 / E1[1]
[per-stage QoR]
| step | cell area, um2 | TNS (ns) | power (mW) | setup slack, ns |
|---|---|---|---|---|
| final | 267.8 | 0 | 0.4047 | 0.04007 |
| after global routing | 267.8 | -0.002203 | 0.4378 | -0.002203 |
| after CTS | 267.8 | 0 | 0.4139 | 0.02877 |
| after detailed placement | 240.2 | -0.3912 | 0.2032 | -0.3912 |
| after global placement | 240.2 | -0.3846 | 0.2001 | -0.3846 |
| after floorplan | 137.6 | 0 | 0.1813 | 0.3897 |
[report_power, final]
part	total, mW	switching (mW)	internal [mW]
logic	0.0322	0.0122	0.0200
clock network	0.203	0.0667	0.136
registers	0.169	0.00653	0.163
total	0.405	0.0854	0.319
[layer usage]
metal / global-route usage [%] / share of wire [%]
met3: 2.500 / 28
met1: 1.003 / 34
met2: 1.525 / 34
met4: 0.5282 / 3.3
met5: 0 / 0
[repair_timing]
item,in CTS,in global routing
endpoints found under the setup margin,1,1
hold buffers,0,0
buffers inserted,1,0
gates resized,4,0
pin swaps,1,0
Power and IR drop assume default switching activity.
