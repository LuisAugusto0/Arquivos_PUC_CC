==> flow/design.v <==
module moore_1101 ( y, x, clk, reset, E1 );
    output y;
    input x;
    input clk;
    input reset;
    output [2:0] E1;
    reg y;
    parameter
        start = 3'b000,
        id1 = 3'b001,
        id11 = 3'b011,
        id110 = 3'b010,
        id1101 = 3'b110;  
        reg [2:0] E1;  
        reg [2:0] E2;  
    always @( x or E1 )
      begin
        case( E1 )
          start:
            if ( x )
                E2 = id1;
            else
                E2 = start;
          id1:
            if ( x )
                E2 = id11;
            else
                E2 = start;
          id11:
            if ( x )
                E2 = id11;
            else
                E2 = id110;
          id110:
            if ( x )
                E2 = id1101;
            else
                E2 = start;
          id1101:
            if ( x )
                E2 = id11;
            else
                E2 = start;
          default:  
                E2 = 3'bxxx;
        endcase
    end  
    always @( posedge clk or negedge reset )
      begin
        if ( reset )
            E1 = E2;  
        else
            E1 = 0;  
    end  
    always @( E1 )
      begin
        y = E1[2];  
    end  
endmodule  
==> flow/run.sh <==
#!/bin/bash
# OpenROAD 26Q1-2900-gdf79404cd8, Yosys 0.63+post, stock flow scripts
make -C /OpenROAD-flow-scripts/flow DESIGN_CONFIG=/design/flow/config.mk WORK_HOME=/design/flow/orfs finish
==> flow/config.mk <==
export PLATFORM = sky130hd
export DESIGN_NAME = moore_1101
export DESIGN_NICKNAME = moore_1101
export VERILOG_FILES = /design/flow/design.v
export SDC_FILE = /design/flow/constraint.sdc
export NUM_CORES = 4
export LEC_CHECK = 1
export CORE_AREA = 10 10 70 70
export DIE_AREA = 0 0 80 80
==> flow/constraint.sdc <==
current_design moore_1101

set clk_period 1.0
set clk_io_pct 0.2

create_clock -name clk0 -period $clk_period [get_ports {clk}]

set non_clock_inputs [all_inputs -no_clocks]
set_input_delay [expr $clk_period * $clk_io_pct] -clock clk0 $non_clock_inputs
set_output_delay [expr $clk_period * $clk_io_pct] -clock clk0 [all_outputs]
==> job_summary.md <==
### Metrics collected by this job

| Metric | Value |
|---|---|
| Status | complete, but fails checks |
| Violated checks | setup timing |
| Reg clk slew, reported paths | 0.04 ns |
| Seq/Total Area, Yosys | 61.86% |
| Final Skew | 0.0003175 ns |
| VDD IR max | approximately 0.00027 V |
| Critical path depth | 2 |
| # DRC | 0 |
| Static Leak | between 0.1 and 0.15 nW |
| Critical-path top delay cell | dfrtp_1 |
| Crit path cell chain | buf_6 > buf_6 |
| Reg-to-Reg Start | E1[2] |
| Critical Path Start Type | flip-flop |
| Critical Path Start | E1[2] |
| Via count | between 100 and 150 |
| Critical-path maximum fanout | 2 |
| CP max stage delay | roughly 0.38 ns |
| Setup TNS Final | -0.02664 ns |
| CTS Root Cell | clkbuf_4 |
| Total power | roughly 0.00046 W |
| Routed WL per cell | approximately 5.7 µm |
| Ys Warns | 1 |
| #FFs+latches synth | 3 |
| Slew headroom | between 90% and 100% |
| # IOs | 7 |
| Pre-antenna DRT Iters | 2 |
| RSZ-0062 raised after global routing | true |
| Synth Instances | 11 |
| Die Height | roughly 80 µm |
| Clock buffer depth | 2 |
| Row cnt | 21 |
| Core Footprint | approximately 3400 µm² |
| Post-layout period usage | 102.7% |
| Global-route wire length before repair | 669 µm |
| Buffers & Inverters on Critical Path | 2 |
| Hold Crit Class | in -> async |
| Distinct lib cells | 8 |
| Setup ws final | -0.02664 ns |
| Hold_buf cts | 0 |
| Largest delay share family, worst path | flip-flops |
| # Cells Yosys | 11 |
| Grt ovf | 0 |
| Final GP Congestion | between 0.6 and 0.7 |
| Clock latency on the worst-skew pair | ~0.24 ns |
| Final wirelength | between 300 and 400 µm |
| Die ar. | 6400 µm² |
| Number of logged tool warnings | 27 |
| Post-Syn Area | 121.4 µm² |
| Setup slack after placement | -0.02519 ns |
| Diodes inserted | 0 |
| CTS tree | built |
| DR vias/cell | 1.786 |
| Antenna violations before repair | 0 |
| Cell taking the most area after synthesis | dfrtp_1 |
| DR iter-0 viols | 2 |
| Worst Reg-to-Reg Cells | 3 |
| Worst slew pin tran | 0.1433 ns |
| Total clock sinks | 3 |
| GRT Total Usage | under 10% |
| Top cell area share | between 60 and 70% |
| Core Density at Floorplan | 3.553% |
| Crit path DAT | 0.83 ns |
| Pin count of the biggest net entering global routing | 4 |
| Max reg flops | 3 |
| Max-Cap Viols | 0 |
| Pins over their slew limit | 0 |
| Final hold vios | 0 |
| Vias in the first global route | roughly 140 |
| Max Clock Freq | 0.9741 GHz |
| Inst Count DP | between 60 and 70 |
| Area growth syn-to-layout | 133.0% |
| Worst Setup Path Type | reg -> out |
| H-tree levels | 1 |
| Finish-stage setup viols | 1 |
| Pwr Density | approximately 1600 nW/µm² |
| Die width | 80 µm |
| Most frequent CP cell | buf_6 |
| CP endpoint kind | output port |
| Final std cells w/o fill | ~70 |
| Avg Inst Size Synth | roughly 11 µm² |
| Yosys Chip Area | approximately 120 µm² |
| Share of post-route cells with drive strength above 1 | a little over two fifths |
| Synth area leaders | dfrtp_1 62%, o31a_1 7.2%, buf_4 6.2%, nand3b_1 6.2%, nor2_1 6.2% |
| Crit path DRT | around 0.8 ns |
| IO Port Bufs | 6 |
| CTS Buf Count | 3 |
| Routed Antenna Nets | 0 |
| Final min period | approximately 1.0 ns |
==> per-layer routing <==
layer  vias to the layer above  track usage [%]  share of wire (%)  wire length (µm)
met1                        55            1.463                 42               167
met5                         -                0                  0                 0
met4                         0           0.3521                  0                 0
met2                         9            1.445                 27               107
met3                         0            2.614                 31               123
li1                         61                -                  -                 -
==> cells in the mapped netlist <==
cell type / instances
dfrtp_1: 3
nand2b_1: 1
inv_1: 1
nor2_1: 2
o21ai_1: 1
o31a_1: 1
nand3b_1: 1
buf_4: 1
==> stage by stage <==
step                      instance area [µm²]  util [%]  hold slack (ns)
final                                   282.8     8.278           0.1480
after floorplan                         121.4         -         -0.09559
after CTS                               292.8     8.571           0.1421
after detailed placement                254.0     7.436           0.3940
after global routing                    282.8     8.278           0.1435
after global placement                  254.0     7.436           0.3944
==> area by class of cell <==
type | instances | area (µm²)
clock buffer | 4 | 26.28
multi-input combinational | 6 | 35.03
timing repair buffer | 10 | 85.08
tap | 46 | 57.56
inverter | 1 | 3.754
fill | 401 | 3133
sequential | 3 | 75.07
==> logic make-up (layout without fill, tap and decap cells) <==
group	Yosys count	after routing	share of synthesized area, %
simple gates	4	4	17.53
buf+inv	2	15	9.278
compound gates	2	2	11.34
flops	3	3	61.85
==> cell usage in the layout (no fill, tap or decap) <==
cell             n
clkbuf_2         2
nor2_1           2
clkbuf_4         3
dfrtp_1          3
inv_1            1
buf_4            3
nand2b_1         1
clkbuf_1         1
clkdlybuf4s50_1  2
buf_6            2
o31a_1           1
o21ai_1          1
clkdlybuf4s15_1  1
nand3b_1         1
==> where the power goes <==
group,internal [W],total [W],switching [W]
registers,0.000138,0.000146,0.00000805
logic,0.0000624,0.0000952,0.0000328
clock network,0.000150,0.000219,0.0000692
total,0.000350,0.000460,0.000110
==> final timing paths <==
path | slack [ns] | endpoint
max | -0.03 | y
min | 0.15 | E1[2]
max reg2reg | 0.04 | E1[0]
min reg2reg | 0.61 | E1[0]
max in group asynchronous | 0.71 | E1[1]
min in group clk0 | 0.58 | E1[0]
==> what timing repair did <==
| item | CTS | global route |
|---|---|---|
| setup endpoints to repair | 4 | 6 |
| hold endpoints to repair | 0 | 0 |
| pin swaps | 1 | 1 |
| gates resized | 11 | 2 |
| setup buffers | 2 | 0 |
Power figures rest on the tool's default switching activity, not on a simulated workload.
